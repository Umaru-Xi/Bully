File: ./run.sh
#!/bin/bash
# OpenROAD 26Q1-2900-gdf79404cd8, Yosys 0.63+post, stock flow scripts
make -C /OpenROAD-flow-scripts/flow DESIGN_CONFIG=/design/flow/config.mk WORK_HOME=/design/flow/orfs finish
File: ./config.mk
export PLATFORM = sky130hd
export DESIGN_NAME = alu
export DESIGN_NICKNAME = alu
export VERILOG_FILES = /design/flow/design.v
export SDC_FILE = /design/flow/constraint.sdc
export NUM_CORES = 4
export LEC_CHECK = 1
export CORE_UTILIZATION = 50
File: ./constraint.sdc
current_design alu

set clk_period 17.5
set clk_io_pct 0.2

create_clock -name clk0 -period $clk_period

set non_clock_inputs [all_inputs -no_clocks]
set_input_delay [expr $clk_period * $clk_io_pct] -clock clk0 $non_clock_inputs
set_output_delay [expr $clk_period * $clk_io_pct] -clock clk0 [all_outputs]
File: ./design.v
module alu
#(
    parameter BUS_WIDTH = 32
)
(
    input [3:0]opcode,
    input [BUS_WIDTH - 1 : 0]num_0,
    input [BUS_WIDTH - 1 : 0]num_1,
    output [BUS_WIDTH - 1 : 0]num_out,
    output over_flag,
    output zero_flag,
    output greater_flag,
    output equal_flag
);
parameter NUL_CMD = 4'b0000;
parameter ADD_CMD = 4'b0001;
parameter SUB_CMD = 4'b0010;
parameter AND_CMD = 4'b0100;
parameter OR_CMD = 4'b1000;
parameter XOR_CMD = 4'b0011;
wire [BUS_WIDTH : 0]add_out;
wire [BUS_WIDTH : 0]sub_out;
wire [BUS_WIDTH - 1 : 0]and_out;
wire [BUS_WIDTH - 1 : 0]or_out;
wire [BUS_WIDTH - 1 : 0]xor_out;
assign add_out = num_0 + num_1;
assign sub_out = (num_0 >= num_1)? num_0 - num_1 : num_1 - num_0;
assign and_out = num_0 & num_1;
assign or_out = num_0 | num_1;
assign xor_out = num_0 ^ num_1;
assign num_out = 
    (opcode == ADD_CMD)? add_out[BUS_WIDTH - 1 : 0] : (
    (opcode == SUB_CMD)? sub_out[BUS_WIDTH - 1 : 0] : (
    (opcode == AND_CMD)? and_out : (
    (opcode == OR_CMD)? or_out : (
    (opcode == XOR_CMD)? xor_out : 'd0
    ))));
assign over_flag = 
    (opcode == ADD_CMD)? add_out[BUS_WIDTH] : (
    (opcode == SUB_CMD)? ((num_0 >= num_1)? 1'b0 : 1'b1) : 
    1'b0);
assign equal_flag = (num_0 == num_1)? 1'b1 : 1'b0;
assign greater_flag = (num_0 > num_1)? 1'b1 : 1'b0;
assign zero_flag = (num_out == 0)? 1'b1 : 1'b0;
endmodule
==> metrics.cfg <==
[run_status]
run_status = complete, no violations

[floorplanning]
design.die.area_um2 = 14260
initCoreUtil_pct = 51.63
ioPinCount = 104
core_area_um2 = 13350
rows = 42
fp.dieH_um = 119.4
die.size.x_um = 119.4

[critical_path]
critPathKind = primary input to output port
critical_path_peak_fanout = 26
path_delay_family = simple AND/OR/NAND/NOR gates
worst_ep_arrival_time_ns = 9.25
timing.critical_path.from_type = primary input
timing.critical_path.cells = clkdlybuf4s50_1 > inv_1 > ha_1 > inv_1 > a21oi_1 > a21oi_1 > a211oi_4 > a21o_4 > nand3_2 > buf_4 > mux2i_1 > xnor2_1 > o221ai_1 > or4_1 > or4_1 > or4_1 > nor4_2 > clkdlybuf4s50_1
crit_path_max_incr_delay_ns = 0.63
critPathRequiredTime_ns = 14.00
crit_path_end_kind = output port
path_common_cell = sky130_fd_sc_hd__or4_1
cpMaxStageDelayCell = sky130_fd_sc_hd__ha_1
critPathBufInv = 5

[placed_design]
place.gp.congestion = 1.072
dpl.hpwl_um = 20410
place_worst_setup_slack_ns = 4.828
port-buffer-count = 104

[synth]
syn-mean-instance-area_um2 = 6.539
top_area_cell = sky130_fd_sc_hd__ha_1
netlist_top_cells_count = sky130_fd_sc_hd__ha_1 (127), sky130_fd_sc_hd__a21oi_1 (121), sky130_fd_sc_hd__nor2_1 (118), sky130_fd_sc_hd__inv_1 (99), sky130_fd_sc_hd__nand2_1 (71)
ys_types = 85
synth_area_leaders = sky130_fd_sc_hd__ha_1 (23%), sky130_fd_sc_hd__a21oi_1 (8.8%), sky130_fd_sc_hd__nor2_1 (6.4%)
ys_area_um2 = 6892
synthMostInstantiatedCell = sky130_fd_sc_hd__ha_1
netlist_area_um2 = 6892
synth_stat.cells = 1054
number_of_instances_in_the_synthesized_netlist = 1054
yosysSeqAreaShare_pct = 0
synth-warning-count = 0
synthDominantCellAreaShare_pct = 23.06

[drt]
detail_route.iter0.violations = 910
detail_route.first_pass.iterations = 5
detail_route.wirelength_um = 26100
vias_per_cell = 6.395
num_antenna_cells = 0
dr_drc_count = 0
detail-route-antenna-nets = 0
wl_per_cell_um = 20.26
dr_total_vias = 8237

[flow_run]
max_cap_viol_count = 0
warning_count = 128

[global_route]
grt_antenna_before_repair = 0
grt-ovfl-total = 0
grt_use_total_pct = 37.05
grt_first_pass_wirelength_um = 40880
grt_pass1_vias = 7349
grt_start_max_net_pins = 32

[final_timing]
final.setup.worst_slack_ns = 4.752
finalWorstPathRequiredPeriod_ns = 12.75
slew_viol_final = 0
grt_setup_unrepaired = no
finalSetupViolCount = 0
max_freq_ghz = 0.07844
final-hold-violation-count = 0
finalSetupTns_ns = 0
min_period_over_period_pct = 72.85
max_slew.worst_pin.slew_ns = 0.6572
slew-limit-headroom_pct = 55.78
hold_ws_ns = 8.166

[layout]
clock_buffers = 0
layout.area.seq_um2 = 0
flops = 0
drive_above_1_share_pct = 4.406
area_growth_syn_to_layout_pct = 15.80

[clocking]
cts_hold_buffers = 0
post_cts_buffers = 0
cts.repair.resized = 0

[power]
irDropWorstVdd_v = 0.00001783
leakage_power_nw = 3.528
power_density_nw_per_um2 = 34.44

[hold_path]
timing.hold.worst.class = primary input to output port

through the flow:
step / power, mW / util, % / std cells / cell area, um2
floorplan: 0.1748 / - / 1054 / 6892
detailed placement: 0.2668 / 59.79 / 1288 / 7980
global route: 0.2985 / 59.79 / 1288 / 7980
finish: 0.2748 / 59.79 / 1288 / 7980
global placement: 0.2683 / 59.79 / 1288 / 7980
CTS: 0.2683 / 59.79 / 1288 / 7980
cell families (layout without fill, tap and decap cells):
group | Yosys count | after routing | share of synthesized area [%]
AND/OR/NAND/NOR | 345 | 345 | 24.69
multiplexers | 21 | 21 | 3.123
XOR/XNOR | 21 | 21 | 2.669
buffers and inverters | 161 | 219 | 9.441
adder cells (fa/ha/maj) | 130 | 130 | 23.93
AND-OR/OR-AND | 376 | 376 | 36.15
worst paths after layout:
kind                   from  cells past startpoint          to
setup / recovery  num_0[11]                     18   zero_flag
hold / removal    opcode[3]                      3  num_out[0]
power by group:
part	internal [mW]	leakage, nW	switching, mW	total (mW)
clock network	0	0	0	0
logic	0.111	3.53	0.164	0.275
registers	0	0	0	0
placed cells by master, fill, tap and decap left out, drive strengths merged, types with 4 or more instances in the layout:
master	instances
a221o	5
o221ai	12
o311ai	4
a221oi	14
o21ai	74
a21oi	121
a21boi	4
ha	127
a211oi	13
a2111oi	4
or2	4
nor3b	6
o21bai	10
clkdlybuf4s50	104
o31ai	24
nor4b	4
mux2	4
nand4	8
and3	7
a31oi	15
buf	10
inv	104
or3	12
xnor2	18
a21o	16
nand2b	14
nor3	31
or4	6
nor4	10
mux2i	17
o22ai	7
nand3	24
nand2	71
a211o	6
o211ai	13
nor2b	9
and2	7
nor2	122
per-layer routing:
layer / part of all wire, % / global-route usage, %
met1: 44 / 53.31
met2: 42 / 55.05
met3: 11 / 8.464
met4: 3.3 / 10.39
met5: 0 / 0
final cells by class:
cell class         count  area (um2)
fillers             1318        5368
multi-input cells    893        6250
inverters            105       394.1
well taps            176       220.2
repair buffers       114        1116
Power is estimated from default activity; no workload was simulated.
