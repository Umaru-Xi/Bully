==> flow/design.v <==
module regs
#(
    parameter BUS_WIDTH = 32,
    parameter REGS_NUM = 16
)
(
    input clk,
    input nreset,
    input [BUS_WIDTH - 1 : 0]addr_write,
    input [BUS_WIDTH - 1 : 0]data_write,
    input [BUS_WIDTH - 1 : 0]addr_read,
    output [BUS_WIDTH - 1 : 0]data_read,
    output ready
);
reg [BUS_WIDTH - 1 : 0]regs_group[REGS_NUM - 1 : 0];
reg [BUS_WIDTH - 1 : 0]data_read_buffer = 'd0;
reg ready_buffer = 1'b0;
assign ready = ready_buffer;
assign addr_write_internal = addr_write;
assign data_read = (addr_read < REGS_NUM)? regs_group[addr_read] : 'd0;
integer index = 0;
initial
begin
    ready_buffer <= 1'b0;
    for(index = 0; index < REGS_NUM; index = index + 1)
    begin
        regs_group[index] <= 'd0;
    end
end
always @(posedge clk or negedge nreset)
begin
    if(!nreset)
    begin
        ready_buffer <= 1'b0;
        for(index = 0; index < REGS_NUM; index = index + 1)
        begin
            regs_group[index] <= 'd0;
        end
    end
    else
    begin
        ready_buffer <= 1'b1;
        if(addr_write < REGS_NUM)
            regs_group[addr_write] <= data_write;
        else
            for(index = 0; index < REGS_NUM; index = index + 1)
            begin
                regs_group[index] <= regs_group[index];
            end
    end
end
endmodule
==> flow/run.sh <==
#!/bin/bash
# OpenROAD 26Q1-2900-gdf79404cd8, Yosys 0.63+post, stock flow scripts
make -C /OpenROAD-flow-scripts/flow DESIGN_CONFIG=/design/flow/config.mk WORK_HOME=/design/flow/orfs finish
==> flow/config.mk <==
export PLATFORM = sky130hd
export DESIGN_NAME = regs
export DESIGN_NICKNAME = regs
export VERILOG_FILES = /design/flow/design.v
export SDC_FILE = /design/flow/constraint.sdc
export NUM_CORES = 4
export LEC_CHECK = 1
export CORE_UTILIZATION = 40
export SYNTH_HDL_FRONTEND = slang
==> flow/constraint.sdc <==
current_design regs

set clk_period 3.7
set clk_io_pct 0.2

create_clock -name clk0 -period $clk_period [get_ports {clk}]

set non_clock_inputs [all_inputs -no_clocks]
set_input_delay [expr $clk_period * $clk_io_pct] -clock clk0 $non_clock_inputs
set_output_delay [expr $clk_period * $clk_io_pct] -clock clk0 [all_outputs]
==> run notes <==
Numbers from the implementation run.

The flow ran to the end, and the final reports show no timing, DRC or antenna violations. The CTS tree is yes. The total overflow reported by the global router is 0. The detailed router finished its first iteration with just over 600 violations. The type of the most critical hold path is in2async. The initial core utilization is between 40% and 50%.

For the final database, setup skew stands at 0 ns. Setup repair after global routing left no endpoint under its margin. The shortest period the worst path allows is 3.59 ns. The number of input and output port buffers inserted is approximately 130. The number of top-level design ports is 131. The worst setup path is launched from an input pin. During synthesis, Yosys emitted a total of 0 warnings.

The library cell contributing the largest single delay on the critical path is sky130_fd_sc_hd__clkdlybuf4s50_1. For this run, the top clock speed supported by timing is approximately 280 MHz. The critical path in this run is classified as in2out.

The global-route wire length before repair is 90.6 mm. The CTS H-tree depth is 2. The tightest hold path in the finished design has a slack of between 0.1 and 0.15 ns. The maximum ir drop on the vdd rail is just over 300 uV. The final-report hold violation count is 0. The logs give a warning total of 29.

The synth_stat.txt file lists the number of cells as approximately 1.4k. The post-CTS hold buffer count recorded in the log is 0. The leading register cell type out of synthesis is sky130_fd_sc_hd__dfrtp_1. The source-to-sink clock delay at the later pin of the worst-skew pair is between 0.5 and 0.6 ns. The startpoint identified for the worst register-to-register timing path is regs_group[419]. Entering global routing, the biggest net connects between 100 and 150 pins.

After detailed routing, the number of vias per cell comes to ~5.6. The xor and xnor fraction of the mapped netlist area is 0%. The slew check shows that the tightest pin keeps a relative margin of about 54%. The share of layout cells above drive strength 1 is roughly half. On the worst setup and hold paths after CTS, the clock-pin slew comes to around 0.060 ns. Row generation in the floorplan step produced around 88 rows. The chip height is 243 um. The number of instances in the synthesized netlist is roughly 1.4k. The sink count of the clock tree is between 500 and 600.

The cell leakage power is roughly 0.013 uW. CTS reports a maximum clock tree buffer depth of 3. The floorplan core area is about 58,000 sq um. The kind of cell adding the most delay to the critical path is buffers and inverters. The global routing report lists combined usage of all routing layers as between 20% and 30%. For reference, the top logic cell family by area is multiplexers.

The arrival time reported for the critical path endpoint is about 2.9 ns. Endpoints with negative setup slack in the final report add up to 0. At the placement stage, the worst setup path has a slack of -0.0256 ns. The most critical setup path has its startpoint at addr_read[24]. The post-route clock period utilization is between 90% and 100%.

The number of vias in the routed layout is about 13k. The area share of and-or/or-and cells after synthesis is between 2 and 3%. After detailed placement, the total cell area comes to 26,000 sq um. The worst setup slack after layout is approximately 0.11 ns.

The total power density per cell area is between 400 and 500 nW/um^2. Counting flops with a built-in enable in the synthesized netlist gives 0. The summed standard-cell area reported by yosys is approximately 23,000 sq um. The post-synthesis mux area share is 37.2%. The unique cell type count in the Yosys netlist is 25. The combined buffer and inverter count along the critical path is 4. The tool flagged a number of max-cap violations equal to 0.

In this run, the synthesized area fraction spent on adder and majority cells is recorded as 0%. Per the synthesis report, the simple-gate share of the synthesized area is roughly 2.2%. Looking at the max-slew report, the worst-margin pin has a slew of a little under 0.7 ns. The area growth from synthesis to layout is 18.8%. For reference, the critical path cell chain is clkdlybuf4s50_1 > nor4_1 > and4_1 > nand4_1 > buf_4 > buf_4 > a21oi_1 > clkdlybuf4s50_1. The detail route stage leaves a number of antenna-violating nets equal to 0. According to the floorplan report, the die width is ~240 um.

The remaining design rule violation count is 0. The required time of the worst setup path is about 3.0 ns. In this run, CTS created clock tree buffers numbering roughly 54. The final wirelength is 57.2 mm. In the log, the iteration count for the first detailed-route pass is 4.

The synthesized design contains 513 register bits. Max-slew check failures listed in the final report amount to 0. The cell area that synthesis handed to floorplanning was 23,300 sq um.

The final sum of negative setup slack is 0 ns. The worst-path maximum fanout is 6. The master cell of the clock root buffer is sky130_fd_sc_hd__clkbuf_16. The initial antenna violation count is 1. The detailed placer's ending HPWL is 34.4 mm. The post-route core utilization is between 40% and 50%.

Summing all non-filler instances in the final layout gives an area of 27,600 sq um. The endpoint type of the worst setup path is an output port. After synthesis, the share of flip-flops with an asynchronous set or reset is ~100%.

In the final routed layout, each cell accounts on average for ~24 um. The via count of the first global-routing pass is 14.4k. The weighted congestion at the end of routability-driven global placement is between 0.8 and 0.9. The timing report gives the biggest stage delay along the critical path as 0.50 ns. The synthesized area per cell is around 16 sq um. Per the detail_route report, inserted antenna diodes total 0. The fraction of the yosys area taken by sequential cells is a little under three fifths. The total die size is between 50,000 and 60,000 sq um.
## cell type report
class | count | area (sq um)
clock buffer | 85 | 1590
clock inverter | 8 | 71.3
fill | 4765 | 29900
multi-input combinational | 783 | 9860
sequential | 513 | 12800
tap | 765 | 957
timing repair buffer | 207 | 2330
## registers in the layout, summed over array words and instances (netlist names)
name and cells:
ready 1, regs_group 512
## cell usage after synthesis, types with 3 or more instances
| cell | n | area [sq um] |
|---|---|---|
| sky130_fd_sc_hd__dfrtp_1 | 513 | 12800 |
| sky130_fd_sc_hd__mux2_2 | 465 | 5240 |
| sky130_fd_sc_hd__mux4_2 | 128 | 2880 |
| sky130_fd_sc_hd__a22oi_1 | 64 | 480 |
| sky130_fd_sc_hd__clkbuf_1 | 62 | 233 |
| sky130_fd_sc_hd__mux2_1 | 47 | 529 |
| sky130_fd_sc_hd__a21oi_1 | 32 | 160 |
| sky130_fd_sc_hd__buf_4 | 28 | 210 |
| sky130_fd_sc_hd__buf_2 | 19 | 95.1 |
| sky130_fd_sc_hd__buf_1 | 15 | 56.3 |
| sky130_fd_sc_hd__nor4_1 | 14 | 87.6 |
| sky130_fd_sc_hd__nor4_4 | 13 | 277 |
| sky130_fd_sc_hd__buf_6 | 4 | 45.0 |
| sky130_fd_sc_hd__nand2b_1 | 4 | 25.0 |
| sky130_fd_sc_hd__nor4_2 | 3 | 37.5 |
## cell usage in the layout, fill, tap and decap left out
master | netlist | final
sky130_fd_sc_hd__and2_2 | 0 | 1
sky130_fd_sc_hd__conb_1 | 1 | 1
sky130_fd_sc_hd__clkinvlp_4 | 0 | 1
sky130_fd_sc_hd__nand3_2 | 1 | 1
sky130_fd_sc_hd__nand2b_1 | 4 | 4
sky130_fd_sc_hd__clkdlybuf4s50_1 | 0 | 127
sky130_fd_sc_hd__nand4_1 | 1 | 1
sky130_fd_sc_hd__clkbuf_8 | 0 | 10
sky130_fd_sc_hd__a22oi_1 | 64 | 64
sky130_fd_sc_hd__clkinv_2 | 0 | 5
sky130_fd_sc_hd__inv_6 | 0 | 1
sky130_fd_sc_hd__bufinv_16 | 0 | 1
sky130_fd_sc_hd__nand4_2 | 1 | 1
sky130_fd_sc_hd__nor4_2 | 3 | 1
sky130_fd_sc_hd__mux4_2 | 128 | 128
sky130_fd_sc_hd__buf_12 | 0 | 35
sky130_fd_sc_hd__nand2_1 | 2 | 2
sky130_fd_sc_hd__mux2_1 | 47 | 47
sky130_fd_sc_hd__a21oi_1 | 32 | 31
sky130_fd_sc_hd__nor4_1 | 14 | 13
sky130_fd_sc_hd__and4_1 | 1 | 1
sky130_fd_sc_hd__mux2_2 | 465 | 465
sky130_fd_sc_hd__buf_4 | 28 | 42
sky130_fd_sc_hd__dfrtp_1 | 513 | 513
sky130_fd_sc_hd__or2_2 | 2 | 2
sky130_fd_sc_hd__clkbuf_1 | 62 | 20
sky130_fd_sc_hd__buf_6 | 4 | 1
sky130_fd_sc_hd__nor2b_4 | 0 | 2
sky130_fd_sc_hd__nor2_4 | 0 | 1
sky130_fd_sc_hd__clkbuf_16 | 0 | 55
sky130_fd_sc_hd__a21oi_2 | 0 | 1
sky130_fd_sc_hd__buf_8 | 0 | 2
sky130_fd_sc_hd__nor4_4 | 13 | 16
## where the power goes
group | total (uW) | internal [uW] | switching (uW) | leakage [uW]
combinational | 555 | 207 | 349 | 0.00490
clock | 5150 | 2990 | 2160 | 0.000812
sequential | 5610 | 5610 | 0.105 | 0.00717
## metrics by stage
stage          cells  power (uW)
6_report        2361       11300
3_5_place_dp    2268        6280
2_1_floorplan   1424        5900
3_3_place_gp    2268        6280
4_1_cts         2361       11500
5_1_grt         2361       11800
## layer usage
layer  part of all wire (%)  track usage [%]  vias to the layer above
li1                       -                -                     5690
met1                     43             32.9                     7102
met2                     48             32.0                      385
met3                    6.7             5.86                       88
met4                    2.3             4.24                        2
met5                  0.023                0                        -
## final timing paths
| check | to | slack, ns | cells past startpoint |
|---|---|---|---|
| max | data_read[25] | 0.11 | 8 |
| min | regs_group[173] | 0.15 | 1 |
| max reg2reg | regs_group[419] | 2.93 | 1 |
| min reg2reg | regs_group[446] | 0.47 | 1 |
| max in group asynchronous | regs_group[353] | 2.47 | 2 |
| min in group clk0 | regs_group[446] | 0.47 | 1 |
## timing repair
item	CTS	global route
pin swaps	0	0
setup buffers	0	0
resized	1	1
endpoints found under the setup margin	1	1
## cells by family after synthesis
group,count (synthesis)
muxes,640
DFF,513
AOI/OAI and AO/OA,96
and+or+nand+nor,46
buffers and inverters,128
other,1
Power figures rest on the tool's default switching activity, not on a simulated workload.
