File: flow/design.v
module ram_memory
#(
    parameter BUS_WIDTH = 32,
    parameter ADDR_BASE = 0,
    parameter MEM_SIZE = 256
)
(
    input clk,
    input nreset,
    input write_en,
    input [BUS_WIDTH - 1 : 0]addr_write,
    input [BUS_WIDTH - 1 : 0]data_write,
    input [BUS_WIDTH - 1 : 0]addr_read,
    output [BUS_WIDTH - 1 : 0]data_read,
    output ready
);
reg [BUS_WIDTH - 1 : 0]ram_memory_reg[MEM_SIZE - 1 : 0];
reg ready_buffer = 1'b0;
wire [BUS_WIDTH - 1 : 0]addr_write_internal;
wire [BUS_WIDTH - 1 : 0]addr_read_internal;
assign ready = ready_buffer;
assign addr_write_internal = addr_write - ADDR_BASE;
assign addr_read_internal = addr_read - ADDR_BASE;
assign data_read = (addr_read_internal < MEM_SIZE)? ram_memory_reg[addr_read_internal] : 'd0;
integer index = 0;
initial
begin
    ready_buffer <= 1'b0;
    for(index = 0; index < MEM_SIZE; index = index + 1)
    begin
        ram_memory_reg[index] <= 'd0;
    end
end
always @(posedge clk or negedge nreset)
begin
    if(!nreset)
    begin
        ready_buffer <= 1'b0;
        for(index = 0; index < MEM_SIZE; index = index + 1)
        begin
            ram_memory_reg[index] <= 'd0;
        end
    end
    else
    begin
        ready_buffer <= 1'b1;
        if(addr_read_internal < MEM_SIZE)
            ram_memory_reg[addr_write_internal] <= (write_en)? data_write : ram_memory_reg[addr_write_internal];
        else
            for(index = 0; index < MEM_SIZE; index = index + 1)
            begin
                ram_memory_reg[index] <= ram_memory_reg[index];
            end
    end
end
endmodule
File: flow/run.sh
#!/bin/bash
# OpenROAD 26Q1-2900-gdf79404cd8, Yosys 0.63+post, stock flow scripts
make -C /OpenROAD-flow-scripts/flow DESIGN_CONFIG=/design/flow/config.mk WORK_HOME=/design/flow/orfs finish
File: flow/config.mk
export PLATFORM = sky130hd
export DESIGN_NAME = ram_memory
export DESIGN_NICKNAME = ram_memory
export VERILOG_FILES = /design/flow/design.v
export SDC_FILE = /design/flow/constraint.sdc
export NUM_CORES = 4
export LEC_CHECK = 1
export CORE_UTILIZATION = 50
export SYNTH_HDL_FRONTEND = slang
File: flow/constraint.sdc
current_design ram_memory

set clk_period 59.9
set clk_io_pct 0.2

create_clock -name clk0 -period $clk_period [get_ports {clk}]

set non_clock_inputs [all_inputs -no_clocks]
set_input_delay [expr $clk_period * $clk_io_pct] -clock clk0 $non_clock_inputs
set_output_delay [expr $clk_period * $clk_io_pct] -clock clk0 [all_outputs]
==> results.cfg <==
; implementation run metrics
[global_routing]
grt_overflow = 0
antenna_found_initial = 131
grt_max_degree = 155
grtUsageTotal_pct = 40.96
grt_pass1_wl_um = 2283000
grt_pass1_vias = 321000

[worst_setup_path]
critPathKind = in -> out
cp-start-kind = input port
endpoint_kind = output pin
critPathRequiredTime_ps = 47920
arrival_ps = 21620
cp_max_fo = 57

[cells_and_area]
layout-drive-gt1-share_pct = 23.77
largest_reg_flops = 8192
fill_cells = 66310
comb_area_sq_um = 199400
area_delta_synth_final_pct = 10.49
final_util_pct = 55.50
seq_area_sq_um = 205000

[floorplan]
ios = 132
core_area_sq_um = 832900
chipArea_sq_um = 840300
die_h_um = 916.7
die_w_um = 916.7
rows = 335
fp_util_pct = 50.23

[detailed_routing]
drtAntennaViolNets = 0
wl_um = 1571000
viasPerCell = 6.617
first_pass_iters = 8
drtIter0Drc = 24400
drc = 0
num_vias = 309800
wl_per_cell_um = 33.54

[timing]
finalClockPeriodUsage_pct = 56.09
clock.fmax_ghz = 0.02976
finalHoldViolCount = 0
tns_ps = 0
finalSetupViolations = 0
worstMarginPinSlew_ps = 1494
maxSlewViolCount = 1
worst_hold_slack_ps = 496.0
max-slew-margin-rel_pct = -0.6598
finClkSkew_ps = 138.6
rsz0062_at_grt = false
worst_slack_ps = 26300
timing.final.crit_period_ps = 33600

[synthesis]
synth_top_area_share_pct = 49.01
syn_inst = 36270
syn_area_per_cell_sq_um = 11.53
edf_count = 0
yosysUniqueCellTypes = 72
synth_warnings = 0
synth-main-ff-cell = dfrtp_1
top_cells_by_area = dfrtp_1, mux4_2, a21oi_1
ys_chip_area_sq_um = 418300
ys.flops = 8193
yosys_cells = 36270
ys_seq_share_pct = 49.01
top_cell = dfrtp_1
synth_top_cell_by_area = dfrtp_1
common_cells = dfrtp_1, nor2_1, a21oi_1
async_reset_ff_share_pct = 100.0
syn_area_sq_um = 418300

[pwr]
vdd_ir_drop_max_v = 0.00003643
power_density_nw_per_um2 = 26.44
p_leak_nw = 198.6

[job]
maxCapViolCount = 1
tool_warnings = 82

[cts]
cts_tree = yes
cts_buffer_depth = 4
numCtsBuffers = 876
clkLatencyLatePin_ps = 1290
cts.sinks = 8193
cts_hold_buffers = 0
post_cts_resized = 0
post_cts.repair.setup_buffers = 0
path_clk_slew_ps = 60
h-tree-depth = 6
cts_root_buf = clkbuf_16

[place]
portBuffers = 131
pre_cts_ws_ps = 26170
dp_hpwl_um = 1014000
gp_congestion = 1.011

[status]
status = complete, but fails checks
violations = capacitance limit, slew limit

[hold_path]
hold_path_class = reg -> reg
-- layout make-up --
cell class / count / share of cell area [%]
Antenna cell: 161 / 0.08716
Clock buffer: 1327 / 5.690
Clock inverter: 295 / 0.9488
Inverter: 7 / 0.007309
Multi-Input combinational cell: 24150 / 43.15
Sequential cell: 8193 / 44.36
Tap cell: 11120 / 3.010
Timing Repair Buffer: 1577 / 2.752
-- worst paths after layout --
| kind | start | end | slack, ps | depth (start not counted) |
|---|---|---|---|---|
| setup / recovery | addr_read[0] | data_read[17] | 26300 | 18 |
| hold / removal | ram_memory_reg[4808]$_DFFE_PN0P_ | ram_memory_reg[4808]$_DFFE_PN0P_ | 500 | 2 |
| setup reg to reg | ram_memory_reg[3146]$_DFFE_PN0P_ | ram_memory_reg[106]$_DFFE_PN0P_ | 54040 | 11 |
| hold reg to reg | ram_memory_reg[4808]$_DFFE_PN0P_ | ram_memory_reg[4808]$_DFFE_PN0P_ | 500 | 2 |
| max in group asynchronous | nreset | ram_memory_reg[5645]$_DFFE_PN0P_ | 40430 | 14 |
| min in group asynchronous | nreset | ram_memory_reg[27]$_DFFE_PN0P_ | 10690 | 1 |
-- kinds of logic after synthesis --
logic type | count (synthesis) | share of synthesized area [%]
simple gates | 9411 | 8.787
compound gates | 9692 | 12.36
mux | 5042 | 25.78
other cells | 1 | 0.0008965
flops | 8193 | 49.01
buf+inv | 3928 | 4.062
-- where the power goes --
| group | total, mW | switching, mW | internal (mW) |
|---|---|---|---|
| clock network | 5.77 | 2.39 | 3.38 |
| logic | 0.916 | 0.708 | 0.208 |
| registers | 5.54 | 0.00000824 | 5.53 |
-- worst max-delay path: stages --
cell and delay, ps:
buf_16 300, buf_4 610, buf_4 610, buf_4 650
buf_4 710, buf_4 610, buf_4 640, buf_4 540
buf_4 590, buf_4 670, mux4_2 580, mux4_2 460
mux2_2 280, nand2_1 260, o21ai_0 590, buf_4 390
a221o_1 390, clkdlybuf4s50_1 440
-- layout by cell type, fill, tap and decap left out, types with 154 or more instances in the layout --
master     count
mux4_2      4573
a22oi_1      476
mux2i_1      338
a21oi_2      154
a21oi_1     6729
nor2_1      6764
clkbuf_8     247
nor2_4       267
o22ai_1      350
dfrtp_1     8193
or2_2        261
nand2_1     1752
buf_4       1412
diode_2      161
o21ai_0     1675
clkbuf_1     194
clkbuf_16    886
-- per-stage QoR --
step / area [sq um] / power, mW / std cells
after floorplan: 418300 / 6.114 / 36270
after global placement: 431100 / 6.530 / 45040
after detailed placement: 431100 / 6.535 / 45040
after CTS: 461800 / 12.25 / 46660
after global routing: 462000 / 12.52 / 46750
final: 462200 / 12.22 / 46830
-- layer usage --
layer	part of all wire, %	GRT usage [%]	vias to the layer above
li1	-	-	130200
met1	32	49.55	156500
met2	42	52.65	18720
met3	19	31.40	4241
met4	7.9	24.08	147
met5	0.37	4.818	-
Power is estimated from default activity; no workload was simulated.
